==> design.v <==
`timescale 1ns/1ps
module jtdd_timing(
    input              clk,
    input              rst,
    (*direct_enable*) input pxl_cen,
    input              flip,
    output reg [7:0]   VPOS=8'd0,  
    output     [7:0]   HPOS,  
    output reg         VBL=1'b0,
    output reg         HBL=1'b0,
    output reg         VS=1'b0,
    output reg         HS=1'b0,
    output     [5:0]   M        
);
localparam VBDLY=5;
reg [8:0] hn=9'd0;
reg [7:0] vn=8'he0;
reg [7:0]  m;
wire hover = hn==9'd383;
wire [8:0] nextn = hover ? 9'd0 : hn+9'd1;
reg aux=1'b0;
reg [VBDLY-1:0] preVBL;
always @(posedge clk) begin
    VPOS <= vn ^ {8{flip}};
end
assign M = m[5:0];
assign HPOS = hn[7:0] ^ {8{flip}};
wire [8:0] HS1 = 9'd309;
wire [8:0] HS0 = HS1+9'd27;  
wire [8:0] VS1 = 8'he9;
wire [8:0] VS0 = VS1+8'h3;
always @(posedge clk) if(pxl_cen) begin
    m  <= 8'd0;
    if( nextn[0] ) m[nextn[3:1]] <= 1'b1;
    hn <= nextn;
    if( hn==HS1 ) begin
        HS <= 1'b1;
        if( vn==VS1 && VBL ) VS <= 1'b1;
        if( vn==VS0 && VBL ) VS <= 1'b0;
    end
    if( hn==HS0 ) HS <= 1'b0;
    if( hn == 9'd255 ) begin
        HBL <= 1'b1;
    end else if( hover )begin
        HBL <= 1'b0;
        { VBL, preVBL[VBDLY-1:1] } <= preVBL;
        if( &vn ) begin
            vn <= (VBL&&!aux) ? 8'he8 : 8'h8;
        end else begin
            vn <= vn + 8'd1;
            if( vn == 8'hEF ) begin
                preVBL[0] <= 1'b1;
                aux <= VBL;
            end
        end
        if( vn == 8'hff && aux ) preVBL[0] <= 1'b0;
    end
end
endmodule
==> run.sh <==
#!/bin/bash
# OpenROAD 26Q1-2900-gdf79404cd8, Yosys 0.63+post, stock flow scripts
make -C /OpenROAD-flow-scripts/flow DESIGN_CONFIG=/design/flow/config.mk WORK_HOME=/design/flow/orfs finish
==> config.mk <==
export PLATFORM = sky130hd
export DESIGN_NAME = jtdd_timing
export DESIGN_NICKNAME = jtdd_timing
export VERILOG_FILES = /design/flow/design.v
export SDC_FILE = /design/flow/constraint.sdc
export NUM_CORES = 4
export LEC_CHECK = 1
export CORE_AREA = 10 10 112 112
export DIE_AREA = 0 0 122 122
==> constraint.sdc <==
current_design jtdd_timing

set clk_period 3.6
set clk_io_pct 0.2

create_clock -name clk0 -period $clk_period [get_ports {clk}]

set non_clock_inputs [all_inputs -no_clocks]
set_input_delay [expr $clk_period * $clk_io_pct] -clock clk0 $non_clock_inputs
set_output_delay [expr $clk_period * $clk_io_pct] -clock clk0 [all_outputs]
==> notes.md <==
yosys + openroad results -> post-CTS setup buffers 0, most common cell after layout, fill and taps aside edfxtp_1, Die Span Y 122 um, Pins Over Slew Limit 0, Syn Area/Cell 12.0 sq um, hpwl dp 2.87 mm, total negative setup slack 0 ns, fmax 0.333 GHz, VDD IR max 0.225 mV, crit path launch type input port, crit path DAT 2.29 ns, r2r startpoint hn[1], Netlist Area Pre-Place 2040 sq um, Residual DRC 0, Reg2Reg Setup Slack 0.83 ns, die area 14900 sq um, Initial DRC Count 70, OpenROAD warning count 32, Post-synth EDFFs 33, Final Skew 0.00309 ns, Critical R2R Capture m[2], Area growth syn-to-layout 26.7%, post-CTS sizing 0, GRT Resource Usage Total 5.32%, status completed, CTS tree yes, layout cell share with drive strength beyond 1 7.92%, htree depth 2, asr flop ratio synth 0%, Hold Buf Count CTS 0, Cells after Synth 171, Synth flops 41, Setup crit end kind output port, drt via density 3.97, worst setup path start flip, source of the worst hold timing path preVBL[3], via count 1342, crit-path max FO 9, Seq share, synth 56.3%, Top FF cell, synth edfxtp_1, gr ovfl total 0, # clock sinks 41, most instantiated logic cells after routing 33 x edfxtp_1, 28 x clkdlybuf4s50_1, 22 x xor2_1, Worst EP required 2.88 ns, CTS buffer count 5, initial antenna violation count 0, Ys Warns 1, first-pass GRT wire length 6.35 mm, Post-DRT Antenna Nets 0, RSZ-0062 raised after global routing false, largest net degree at the start of global routing 17, vias in the first global route 1275, overall die width 122 um, Final min period 3.01 ns, Longest Clk Path Bufs 2, drt pass-1 iters 4, Port Buffer Count 28, final setup vio count 0, Yosys Chip Area 2040 sq um, clock-pin slew on the worst setup and hold paths 0.08 ns, number of cell rows 37, GP Congestion 0.810, Tot Pwr 1.05 mW, Cell Type Count 35, WL/cell 11.9 um, clk ins delay skew pair 0.29 ns, Worst Setup Path Type input port to output port, Max Cap Violations 0, num ports 30, ANT cells 0, worst hold stages 0, routed wl met3 351 um, worst min-delay path class flip-flop to flip-flop, Final Hold Vio Count 0, # Cells Yosys 171, Cell Pwr Density 406 nW/um^2, clk root buf clkbuf_8, Fillers 1057, DRT Wirelength 4.04 mm, top routing layer in use met4, relative slew slack 58.7%, core area 10200 sq um, final period utilization 83.5%, Static Leakage 0.938 nW, Register-to-Register Path Depth 10, Worst Tran Pin Value 0.617 ns, fp_density 20.0%, Worst Hold End preVBL[4], met2 wire len 1.61 mm, met1 WL 2.04 mm
==> critical path, cell delays in order <==
cell and delay [ns]:
clkdlybuf4s50_1 0.86, xor2_1 0.21, clkdlybuf4s50_1 0.49
==> cell usage after synthesis, types with 3 or more instances <==
library cell  count  share of area (%)
nor3_1            7                1.7
clkbuf_1          3               0.55
ha_1             10                6.1
and3_1            5                1.5
buf_2             5                1.2
dfxtp_1           8                7.8
nand2b_1          3               0.92
edfxtp_1         33                 48
nand3_1           7                1.7
nor2_1           12                2.2
inv_1            11                2.0
nand2_1           8                1.5
xnor2_1           7                3.0
nand4_1           3               0.92
xor2_1           22                9.4
==> state kept, by name, indices dropped and copies added, names as in the netlist <==
| name | flops |
|---|---|
| vn | 8 |
| preVBL | 5 |
| HS | 1 |
| aux | 1 |
| hn | 9 |
| VS | 1 |
| VPOS | 8 |
| m | 6 |
| HBL | 1 |
| VBL | 1 |
==> cell families (layout without fill, tap and decap cells) <==
| kind of cell | Yosys count | in the layout | share of synthesized area [%] |
|---|---|---|---|
| XOR/XNOR | 29 | 29 | 12.4 |
| AND-OR/OR-AND | 7 | 7 | 2.51 |
| flip-flops | 41 | 41 | 56.3 |
| buffers and inverters | 20 | 51 | 4.16 |
| adder cells (fa/ha/maj) | 10 | 10 | 6.12 |
| multiplexers | 3 | 3 | 1.59 |
| AND/OR/NAND/NOR | 61 | 61 | 16.9 |
==> stage by stage <==
step | utilization (%) | setup WS, ns | hold slack, ns | instances | area (sq um)
after global routing | 25.3 | 0.489 | 0.436 | 338 | 2590
after global placement | 24.3 | 0.584 | 0.403 | 330 | 2480
after detailed placement | 24.3 | 0.539 | 0.405 | 330 | 2480
after floorplan | - | 1.04 | 0.400 | 171 | 2040
final | 25.3 | 0.595 | 0.422 | 338 | 2590
after CTS | 25.3 | 0.535 | 0.424 | 338 | 2590
==> where the power goes <==
part | leakage [nW] | internal (mW) | total (mW) | switching [mW]
clock network | 0.0518 | 0.204 | 0.365 | 0.161
logic | 0.511 | 0.0760 | 0.133 | 0.0568
registers | 0.376 | 0.532 | 0.555 | 0.0236
==> area by class of cell <==
cell class                 count  area [sq um]  share of cell area, %
clock buffer                   5          68.8                   2.66
clock inverter                 3          41.3                   1.59
timing repair buffer          32           310                   12.0
sequential                    41          1150                   44.4
inverter                      11          41.3                   1.59
multi-input combinational    110           808                   31.2
tap                          136           170                   6.57
==> how the worst max path moves through the flow <==
| stage | to | slack [ns] | depth (start not counted) |
|---|---|---|---|
| 6_report | HPOS[0] | 0.59 | 3 |
| 5_1_grt | m[2] | 0.49 | 10 |
| 4_1_cts | HPOS[0] | 0.53 | 3 |
==> layer usage <==
layer  track usage [%]  vias up
met5                 0        -
met4             0.596        0
met3              1.97        5
met2              7.34       38
met1              8.08      641
li1                  -      658
Power is estimated from default activity; no workload was simulated.
